<file path="run.sh">
#!/bin/bash
# OpenROAD 26Q1-2900-gdf79404cd8, Yosys 0.63+post, stock flow scripts
make -C /OpenROAD-flow-scripts/flow DESIGN_CONFIG=/design/flow/config.mk WORK_HOME=/design/flow/orfs finish
</file>
<file path="config.mk">
export PLATFORM = sky130hd
export DESIGN_NAME = phase_accum
export DESIGN_NICKNAME = phase_accum
export VERILOG_FILES = /design/flow/design.v
export SDC_FILE = /design/flow/constraint.sdc
export NUM_CORES = 4
export LEC_CHECK = 1
export CORE_UTILIZATION = 50
</file>
<file path="constraint.sdc">
current_design phase_accum

set clk_period 5.1
set clk_io_pct 0.2

create_clock -name clk0 -period $clk_period [get_ports {clk}]

set non_clock_inputs [all_inputs -no_clocks]
set_input_delay [expr $clk_period * $clk_io_pct] -clock clk0 $non_clock_inputs
set_output_delay [expr $clk_period * $clk_io_pct] -clock clk0 [all_outputs]
</file>
<file path="design.v">
module phase_accum #(
  parameter REVERSE_ROTATION = 0,  
  parameter WIDTH_ACCUM = 16,
  parameter WIDTH_IN = 16,
  parameter WIDTH_OUT = 16)
(
  input clk, input reset, input clear,
  input [WIDTH_IN-1:0] i_tdata, input i_tlast, input i_tvalid, output i_tready,
  output [WIDTH_OUT-1:0] o_tdata, output o_tlast, output o_tvalid, input o_tready
);
  reg signed [WIDTH_ACCUM-1:0] accum, accum_next, phase_inc;
  wire signed [WIDTH_ACCUM-1:0] POS_ROLLOVER = 2**(WIDTH_ACCUM-3);
  wire signed [WIDTH_ACCUM-1:0] NEG_ROLLOVER = -(2**(WIDTH_ACCUM-3));
  wire [WIDTH_OUT-1:0] output_round_tdata;
  wire output_round_tvalid, output_round_tready, output_round_tlast;
  reg [36:0] deb;
  always @(posedge clk) begin
    if (reset | clear) begin
      accum      <= 'd0;
      accum_next <= 'd0;
      phase_inc  <= 'd0;
      deb[34:32] <= 'b000;
    end else if (i_tready & i_tvalid) begin
      if (i_tlast) begin
        accum       <= {WIDTH_ACCUM{1'b0}};
        accum_next  <= REVERSE_ROTATION ? -$signed(i_tdata) : $signed(i_tdata);
        phase_inc   <= REVERSE_ROTATION ? -$signed(i_tdata) : $signed(i_tdata);
        deb[34:32] <= 'b001;
      end else begin
        if (accum_next >= POS_ROLLOVER) begin
          accum_next <= accum_next + phase_inc - 2*POS_ROLLOVER;
          accum      <= accum + phase_inc - 2*POS_ROLLOVER;
          deb[34:32] <= 'b010;
        end else if (accum_next <= NEG_ROLLOVER) begin
          accum_next <= accum_next + phase_inc - 2*NEG_ROLLOVER;
          accum      <= accum + phase_inc - 2*NEG_ROLLOVER;
          deb[34:32] <= 'b011;
        end else begin
          accum_next <= accum_next + phase_inc;
          accum      <= accum + phase_inc;
          deb[34:32] <= 'b100;
        end
      end
    end
  end
  generate
    if (WIDTH_ACCUM == WIDTH_OUT) begin
      assign o_tdata  = accum;
      assign o_tvalid = i_tvalid;
      assign o_tlast  = i_tlast;
      assign i_tready = o_tready;
    end else begin
      axi_round #(
        .WIDTH_IN(WIDTH_ACCUM),
        .WIDTH_OUT(WIDTH_OUT))
      axi_round (
        .clk(clk), .reset(reset),
        .i_tdata(accum), .i_tlast(i_tlast), .i_tvalid(i_tvalid), .i_tready(i_tready),
        .o_tdata(o_tdata), .o_tlast(o_tlast), .o_tvalid(o_tvalid), .o_tready(o_tready));
    end
  endgenerate
endmodule
</file>
==> flow_metrics.env <==
# flow metrics
export IMPL_setup_ws_ns=1.70
export IMPL_grt_use_met1=0.416
export IMPL_pwr_share_seq=0.535
export IMPL_holdPathStages=2
export IMPL_syn_area_mm2=0.00338
export IMPL_postCtsSetupBuffers=0
export IMPL_firstDrtPassIters=21
export IMPL_worst_pin_slew_ns=0.647
export IMPL_top_cell="nand2_1"
export IMPL_dp_slack_ns=1.70
export IMPL_design_core_area_mm2=0.00646
export IMPL_internal_power_mw=0.531
export IMPL_final_core_util=0.607
export IMPL_ys_warn_count=1
export IMPL_ys_flop_type="dfxtp_1"
export IMPL_fp_dieArea_mm2=0.00710
export IMPL_min_period_ns=3.40
export IMPL_grt_pass1_vias=2743
export IMPL_cts_sinks=48
export IMPL_cts_buffers=5
export IMPL_gr_usage_all_layers=0.245
export IMPL_dp_hpwl_um=6010
export IMPL_slew_headroom=0.557
export IMPL_area_growth_pct=15.9
export IMPL_fmax_ghz=0.294
export IMPL_detailed_place_area_mm2=0.00383
export IMPL_ys_chip_area_mm2=0.00338
export IMPL_insertion_delay_ns=0.30
export IMPL_switching_share=0.263
export IMPL_drtAntennaViolNets=0
export IMPL_power_leakage_nw=1.56
export IMPL_htreeDepth=2
export IMPL_power_density_mw_per_mm2=184
export IMPL_worstSetupEndpointType="output port"
export IMPL_worstPathRequired_ns=4.08
export IMPL_ys_cells=425
export IMPL_p_switching_mw=0.190
export IMPL_grt_use_met3=0.0329
export IMPL_dieWidth_um=84.3
export IMPL_drv_slew=0
export IMPL_top_usage_layer="met1"
export IMPL_fin_crit_sh=0.667
export IMPL_routed_wl_um=8240
export IMPL_fin_area_mm2=0.00392
export IMPL_grt_ovfl_total=0
export IMPL_ys_seq_elements=48
export IMPL_dpl_cell_count=525
export IMPL_synthCells=425
export IMPL_critPathArrivalTime_ns=2.38
export IMPL_die_y_um=84.3
export IMPL_fin_total_pwr_mw=0.721
export IMPL_use_met2=0.351
export IMPL_antenna_found_initial=0
export IMPL_drt_iter0_drc=116
export IMPL_max_vdd_ir_drop_mv=0.105
export IMPL_fp_util=0.524
export IMPL_grt_pass1_wl_um=13700
export IMPL_synth_edff_count=0
export IMPL_vias=3063
export IMPL_critical_path_class="in2out"
export IMPL_cts_tree="done"
export IMPL_synth_cell_type_count=61
export IMPL_area_leaders="dfxtp_1, ha_1, a21oi_1"
export IMPL_clk_pin_slew_ns=0.09
export IMPL_avgSynthCellArea_um2=7.96
export IMPL_viasPerCell=5.75
export IMPL_log_warning_count=26
export IMPL_top_cells_by_count="nand2_1, a21oi_1, dfxtp_1"
export IMPL_worstSetupStartpointType="input port"
export IMPL_cp_max_fo=35
export IMPL_skew_ns=0.00540
export IMPL_cts_buffer_depth=2
export IMPL_portBuffers=40
export IMPL_pin_count=41
export IMPL_stdcell_count=533
export IMPL_hold_buffers=0
export IMPL_pwr_share_clk=0.333
export IMPL_post_cts_resized=0
export IMPL_gp_congestion=0.958
export IMPL_ys_seq_share=0.284
export IMPL_largest_area_cell="dfxtp_1"
export IMPL_row_count=29
export IMPL_setup_viol=0
export IMPL_tns_ns=0
export IMPL_hold_violations=0
export IMPL_rsz0062_at_grt="no"
export IMPL_clock_root_buffer="clkbuf_8"
export IMPL_top_area_frac=0.284
export IMPL_hold_path_class="reg2reg"
export IMPL_drc=0
export IMPL_drive_above_1_share=0.0592
export IMPL_routedWlPerCell_um=15.5
export IMPL_cap_violations=0
export IMPL_grt_max_degree=42
export IMPL_async_reset_ff_frac=0
export IMPL_status="complete, no violations"
export IMPL_whs_ns=0.469
export IMPL_reg2reg_depth=11
export IMPL_power_frac_comb=0.132
export IMPL_num_antenna_cells=0
worst max-delay path: stages:
cell	delay (ns)
clkdlybuf4s50_1	0.45
buf_4	0.36
clkdlybuf4s50_1	0.55
power by group through the flow:
stage     Combinational, mW  Sequential, mW  Clock [mW]
4_1_cts              0.0946           0.386       0.245
5_1_grt               0.104           0.387       0.266
6_report             0.0950           0.386       0.240
logic make-up after synthesis:
kind of cell | count (synthesis) | synth area share
AOI/OAI and AO/OA | 144 | 0.277
DFF | 48 | 0.284
adders and majority gates | 32 | 0.123
and+or+nand+nor | 143 | 0.200
xor gates and xnor gates | 20 | 0.0558
buffers and inverters | 31 | 0.0377
muxes | 7 | 0.0222
state kept, by name (all words and copies together) (netlist names):
signal and flops:
accum 16, accum_next 16, phase_inc 16
per-layer routing:
layer	vias up	share of wire
met5	-	0
met4	0	0.0086
met3	5	0.045
met2	59	0.40
met1	1385	0.55
li1	1614	-
cell type report:
| class | instances | area, µm² |
|---|---|---|
| clock buffer | 6 | 82.6 |
| sequential | 48 | 961 |
| inverter | 8 | 30.0 |
| clock inverter | 2 | 10.0 |
| tap | 77 | 96.3 |
| fill | 560 | 2540 |
| timing repair buffer | 46 | 445 |
| multi-input combinational | 346 | 2290 |
placed cells by master, fill, tap and decap left out, types with 2 or more instances in the layout:
master            n
xnor2_1          10
nor2_1           30
o31ai_1           2
a211oi_1         12
a221o_1           2
or2_2             2
a21oi_1          52
nor3_1           11
buf_4             6
o211ai_1          4
xor2_1            9
a22oi_1           6
clkinv_2          2
dfxtp_1          48
or3_1             3
ha_1             30
nor2b_1           2
clkdlybuf4s50_1  40
mux2i_1           6
and3_1            5
or2_1             2
nand2_1          57
o21bai_1          9
fa_1              2
o21ai_0          25
inv_1             8
nand4_1           3
nand3_1           7
a21o_1            4
nor4_1            6
o21a_1            4
nand2b_1          6
clkbuf_8          6
nand3b_1          2
o21ai_1           5
a32oi_1           2
worst paths after layout:
check | start | endpoint | slack (ns)
hold reg to reg | accum[13] | accum[13] | 0.47
setup / recovery | i_tlast | o_tlast | 1.70
hold / removal | accum[13] | accum[13] | 0.47
setup reg to reg | phase_inc[0] | accum_next[15] | 1.95
No activity file was given, so power comes from the tool's default toggle rates.
